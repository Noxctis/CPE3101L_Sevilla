## ./run.sh

```bash
#!/bin/bash
# OpenROAD 26Q1-2900-gdf79404cd8, Yosys 0.63+post, stock flow scripts
make -C /OpenROAD-flow-scripts/flow DESIGN_CONFIG=/design/flow/config.mk WORK_HOME=/design/flow/orfs finish
```

## ./constraint.sdc

```tcl
current_design TopModule

set clk_period 4.4
set clk_io_pct 0.2

create_clock -name clk0 -period $clk_period [get_ports {CLK50MHZ}]

set non_clock_inputs [all_inputs -no_clocks]
set_input_delay [expr $clk_period * $clk_io_pct] -clock clk0 $non_clock_inputs
set_output_delay [expr $clk_period * $clk_io_pct] -clock clk0 [all_outputs]
```

## ./design.v

```verilog
module ClockDivider (
    input wire clk_in,       
    input wire nReset,       
    output reg clk_out       
);
    parameter DIV_FACTOR = 12_500_000;  
    reg [24:0] counter;  
    always @(posedge clk_in or negedge nReset) begin
        if (!nReset) begin
            counter <= 0;
            clk_out <= 0;
        end else begin
            if (counter == DIV_FACTOR - 1) begin
                counter <= 0;
                clk_out <= ~clk_out;  
            end else begin
                counter <= counter + 1;
            end
        end
    end
endmodule
module ComplexCounter (
    input  wire        CLOCK,    
    input  wire        nRESET,   
    input  wire        M,        
    output wire [2:0]  COUNT     
);
    reg [2:0] state, next_state;
    assign COUNT = state;
    always @* begin
        if (M == 1'b0) begin
            next_state = state + 3'b001;
        end else begin
            case (state)
                3'b000: next_state = 3'b001;
                3'b001: next_state = 3'b011;
                3'b011: next_state = 3'b010;
                3'b010: next_state = 3'b110;
                3'b110: next_state = 3'b111;
                3'b111: next_state = 3'b101;
                3'b101: next_state = 3'b100;
                3'b100: next_state = 3'b000;
                default: next_state = 3'b000;
            endcase
        end
    end
    always @(negedge CLOCK) begin
        if (!nRESET) begin
            state <= 3'b000;    
        end else begin
            state <= next_state;
        end
    end
endmodule
module TopModule (
    input  wire CLK50MHZ,    
    input  wire BTN_nRESET,  
    input  wire SW_M,        
    output wire [2:0] LED    
);
    wire slow_clk;
    ClockDivider #(.DIV_FACTOR(25_000_000)) u_div (
        .clk_in (CLK50MHZ),
        .nReset (BTN_nRESET),     
        .clk_out(slow_clk)
    );
    reg [1:0] sr_reset;
    reg [1:0] sr_m;
    always @(posedge slow_clk) begin
        sr_reset <= {sr_reset[0], BTN_nRESET};
        sr_m     <= {sr_m[0], SW_M};
    end
    wire nRESET_sync = sr_reset[1];
    wire M_sync      = sr_m[1];
    ComplexCounter u_cnt (
        .CLOCK (slow_clk),
        .nRESET(nRESET_sync),
        .M     (M_sync),
        .COUNT (LED)
    );
endmodule
```

## ./config.mk

```make
export PLATFORM = sky130hd
export DESIGN_NAME = TopModule
export DESIGN_NICKNAME = TopModule
export VERILOG_FILES = /design/flow/design.v
export SDC_FILE = /design/flow/constraint.sdc
export NUM_CORES = 4
export LEC_CHECK = 1
export CORE_AREA = 10 10 102 102
export DIE_AREA = 0 0 112 112
```

==> run notes <==
yosys + openroad results -> outcome finished clean, post-layout worst setup margin 2.32 ns, Slowest cell on crit path or3_1, clock root buffer master clkbuf_8, post-cts sizing count 0, filler instances 868, endpoints left unconstrained 13, Slew Viols, Final 0, mux cell area share after synthesis 1.35%, sequential power share 60.3%, # Post-CTS Setup Buffers 0, antenna-violating nets left 0, layout cells sized above 1 5.06%, Avg Inst Size Synth 10.4 um2, die height 112 um, IR drop worst, VDD 0.186 mV, total global routing overflow 0, Core Region 0.00822 mm2, xor+xnor area frac 9.46%, YS warnings 3, CTS tree built, met3 Track Usage GR 1.14%, r2r setup slk 2.32 ns, Clk pwr share 38.0%, H-Tree Depth 1, max_slew headroom 72.1%, RSZ-0062 raised after global routing no, count of unclocked register or latch pins 10, Max-cap violations 0, WL/cell 9.98 um, setup total negative slack 0 ns, crit path DAT 2.28 ns, grt peak-use layer met2, startpoint type of the worst setup path flop, Remaining DRCs 0, placed cells 259, Worst Skew 0.00293 ns, Post-Synth Adder-Cell Area 1.59%, Port-buffer cells 5, CP max FO 9, slew of the pin with the lowest slew margin 0.415 ns, CTS Buf Count 3, Cells after Synth 152, initial antenna violation count 0, hold_buf cts 0, Ports 6, switching power of the nets 75.5 uW, Post-Route WL 2620 um, pre-CTS setup slack 2.35 ns, Chip Width 112 um, met2 Resource Use GR 6.57%, die area 0.0125 mm2, Hold Violations, Final 0, Max Buffers Root-to-Sink 2, Synth Seq Share 54.1%, P_leak 0.000738 uW, Final GP Congestion 0.823, DR pass1 iterations 4, Logic pwr share 1.7%, area leader, netlist dfrtp_1, FF+latch area 851 um2, Netlist Area Pre-Place 0.00157 mm2, post-DP HPWL 1900 um, fp util 19.2%, Synth flops 36, Setup-failing EPs final 0, period utilization 47.3%, type of the worst setup path flop to flop, DR iter-0 viols 54, clk slew on worst S/H paths 0.08 ns, worst skew pair latency 0.27 ns, Site Rows 33, CP max stage delay 0.50 ns, first-pass GRT wire length 4750 um, pwr dens 220 mW/mm2, # diodes 0, area delta synth->final 14.5%, Vias per Instance 4.14, yosys stat chip area 0.00157 mm2, ys cells 152, Logic area 671 um2, fin crit period 2.08 ns, Finished Layout Cells 263, HP Class flop to flop, Cell Type Count 32, total power 396 uW, via count 1088, switching share of power 19.0%, CP endpoint kind flop, Area leader share 41.3%, AO/OA Area Share 8.03%, critical path, cell by cell ha_1 > nand3_1 > or3_1 > or4_1 > a21oi_1, Fmax 0.480 GHz, count of tool warnings 25, Basic Gates by Area 22.2%, internal power 321 uW, vias in the first global route 1033, largest net degree at the start of global routing 28, Top logic family simple AND/OR/NAND/NOR gates, hold_ws 0.511 ns, M1 GR Usage 6.10%, CP required 4.59 ns, gr usage total 4.26%, top cells, area dfrtp_1 41%, dfxtp_1 13%, xnor2_1 6.7%, xor2_1 2.8%, a21oi_1 2.5%
## cells in the mapped netlist
cell and count:
nor2_1 10, o21ai_0 7, mux2_2 1, a21oi_1 8
nor4_1 4, nand4_1 6, or4_1 4, nand2b_1 1
nand3_1 8, clkbuf_1 2, o211ai_1 1, xnor2_1 12
buf_2 3, xor2_1 5, and4_1 3, inv_1 8
a21o_1 1, ha_1 2, dfxtp_1 10, mux2i_1 1
a31oi_1 1, dfrtp_1 26, and3_1 1, nor2b_1 1
nor3_1 4, and2_0 1, or3_1 4, nor4b_1 2
nor4bb_1 1, nand2_1 9, o31ai_1 4, nand4_4 1
## power by group through the flow
stage     Clock [uW]  Combinational (uW)  Sequential [uW]
4_1_cts          158                7.33              239
6_report         151                6.84              239
5_1_grt          169                7.85              239
## state kept, by name, summed over array words and instances, names as in the netlist, named ones only
register,count
u_div.counter,25
u_div.clk_out,1
u_cnt.state,3
sr_reset,2
sr_m,2
## layout by cell type, fill, tap and decap left out, types with 5 or more instances in the layout
master,instances
a21oi_1,8
nor2_1,10
clkdlybuf4s50_1,5
o21ai_0,7
dfxtp_1,10
inv_1,8
nand2_1,9
nand3_1,8
dfrtp_1,26
nand4_1,6
xor2_1,5
xnor2_1,12
## worst paths after layout
path                                   start                end  depth (start not counted)
setup / recovery            u_div.counter[0]  u_div.counter[24]                          5
max in group asynchronous         BTN_nRESET  u_div.counter[12]                          2
min in group asynchronous         BTN_nRESET   u_div.counter[5]                          2
hold reg to reg            u_div.counter[10]  u_div.counter[10]                          1
hold / removal             u_div.counter[10]  u_div.counter[10]                          1
setup reg to reg            u_div.counter[0]  u_div.counter[24]                          5
## logic make-up after synthesis
logic type                 count (synthesis)
buffers and inverters                     13
and+or+nand+nor                           60
AOI/OAI and AO/OA                         22
muxes                                      2
xor gates and xnor gates                  17
adders and majority gates                  2
DFF                                       36
## worst max-delay path, delay by kind of cell, from the launching register on
| family | cells | cell delay (ns) |
|---|---|---|
| AND-OR/OR-AND | 1 | 0.16 |
| flip-flops | 1 | 0.41 |
| adder cells (fa/ha/maj) | 1 | 0.22 |
| AND/OR/NAND/NOR | 3 | 1.23 |
## cell type report
| cell class | instances | share of cell area [%] |
|---|---|---|
| Sequential cell | 36 | 47.2 |
| Multi-Input combinational cell | 103 | 37.2 |
| Tap cell | 105 | 7.29 |
| Timing Repair Buffer | 7 | 3.61 |
| Clock buffer | 4 | 3.05 |
| Inverter | 8 | 1.67 |
## through the flow
step | cell area [um2] | util [%]
2_1_floorplan | 1570 | -
3_3_place_gp | 1750 | 21.3
3_5_place_dp | 1750 | 21.3
4_1_cts | 1800 | 21.9
5_1_grt | 1800 | 21.9
6_report | 1800 | 21.9
## metal layers
layer	part of all wire (%)	routed length, um
met5	0	0
met2	42	1120
met4	0.23	6
met3	4.7	124
met1	52	1380
Power is estimated from default activity; no workload was simulated.
