==> design.v <==
module ClockDivider (
    input wire clk_in,       
    input wire nReset,       
    output reg clk_out       
);
    parameter DIV_FACTOR = 12_500_000;  
    reg [24:0] counter;  
    always @(posedge clk_in or negedge nReset) begin
        if (!nReset) begin
            counter <= 0;
            clk_out <= 0;
        end else begin
            if (counter == DIV_FACTOR - 1) begin
                counter <= 0;
                clk_out <= ~clk_out;  
            end else begin
                counter <= counter + 1;
            end
        end
    end
endmodule
module RaceLightsController (
    input  wire CLOCK,       
    input  wire nRESET,      
    input  wire START,       
    output reg  RED,
    output reg  YELLOW,
    output reg  GREEN
);
    localparam [2:0]
        S_RED_IDLE    = 3'd0,   
        S_RED_HOLD    = 3'd1,   
        S_YELLOW_HOLD = 3'd2,   
        S_GREEN_HOLD  = 3'd3;   
    localparam integer T_RED_EXTRA = 1;
    localparam integer T_YELLOW    = 1;
    localparam integer T_GREEN     = 3;
    reg [2:0] state, next_state;
    reg [3:0] timer, next_timer;   
    always @* begin
        next_state = state;
        next_timer = timer;
        RED    = 1'b0;
        YELLOW = 1'b0;
        GREEN  = 1'b0;
        case (state)
            S_RED_IDLE: begin
                RED = 1'b1;
                next_timer = 4'd0;  
                if (START) begin
                    next_state = S_RED_HOLD;
                    next_timer = 4'd0;  
                end
            end
            S_RED_HOLD: begin
                RED = 1'b1;
                if (timer >= T_RED_EXTRA-1) begin
                    next_state = S_YELLOW_HOLD;
                    next_timer = 4'd0;
                end else begin
                    next_timer = timer + 1'b1;
                end
            end
            S_YELLOW_HOLD: begin
                YELLOW = 1'b1;
                if (timer >= T_YELLOW-1) begin
                    next_state = S_GREEN_HOLD;
                    next_timer = 4'd0;
                end else begin
                    next_timer = timer + 1'b1;
                end
            end
            S_GREEN_HOLD: begin
                GREEN = 1'b1;
                if (timer >= T_GREEN-1) begin
                    next_state = S_RED_IDLE;  
                    next_timer = 4'd0;
                end else begin
                    next_timer = timer + 1'b1;
                end
            end
            default: begin
                RED = 1'b1;            
                next_state = S_RED_IDLE;
                next_timer = 4'd0;
            end
        endcase
    end
    always @(negedge CLOCK or negedge nRESET) begin
        if (!nRESET) begin
            state <= S_RED_IDLE;   
            timer <= 4'd0;
        end else begin
            state <= next_state;
            timer <= next_timer;
        end
    end
endmodule
module Top (
    input  wire CLK50MHZ,    
    input  wire BTN_nRESET,  
    input  wire SW_START,    
    output wire RED,
    output wire YELLOW,
    output wire GREEN
);
    wire clk_1hz;
    ClockDivider #(.DIV_FACTOR(25_000_000)) u_div (
        .clk_in (CLK50MHZ),
        .nReset (BTN_nRESET),    
        .clk_out(clk_1hz)
    );
    RaceLightsController u_ctrl (
        .CLOCK (clk_1hz),
        .nRESET(BTN_nRESET),     
        .START (SW_START),
        .RED   (RED),
        .YELLOW(YELLOW),
        .GREEN (GREEN)
    );
endmodule
==> run.sh <==
#!/bin/bash
# OpenROAD 26Q1-2900-gdf79404cd8, Yosys 0.63+post, stock flow scripts
make -C /OpenROAD-flow-scripts/flow DESIGN_CONFIG=/design/flow/config.mk WORK_HOME=/design/flow/orfs finish
==> config.mk <==
export PLATFORM = sky130hd
export DESIGN_NAME = Top
export DESIGN_NICKNAME = Top
export VERILOG_FILES = /design/flow/design.v
export SDC_FILE = /design/flow/constraint.sdc
export NUM_CORES = 4
export LEC_CHECK = 1
export CORE_AREA = 10 10 100 100
export DIE_AREA = 0 0 110 110
==> constraint.sdc <==
current_design Top

set clk_period 5.2
set clk_io_pct 0.2

create_clock -name clk0 -period $clk_period [get_ports {CLK50MHZ}]

set non_clock_inputs [all_inputs -no_clocks]
set_input_delay [expr $clk_period * $clk_io_pct] -clock clk0 $non_clock_inputs
set_output_delay [expr $clk_period * $clk_io_pct] -clock clk0 [all_outputs]
==> impl_report.txt <==
==== FLOW RESULTS ====
----------------------------------------------------
[Outcome]
  Result of the run ........................ completed

[Clock network]
  Inserted Clock Buffers ........................ 3
  Number of gates resized after CTS ........................ 0
  TritonCTS clock tree ........................ yes
  Maximum level of the CTS H-tree ........................ 1
  Reg clk slew, reported paths ........................ 90 ps
  Number of buffers inserted for hold repair after clock tree synthesis ........................ 0
  Root Driver ........................ clkbuf_8
  Longest Clk Path Bufs ........................ 2
  Number of buffers inserted by post-CTS setup repair ........................ 0
  Clock latency at the later pin of the worst-skew pair ........................ around 260 ps

[Job]
  Tally of OpenROAD warnings ........................ 26
  Reported max-cap violation count ........................ 0

[Logic synthesis]
  Synthesized area per cell ........................ ~11 um2
  Library cell with the highest instance count after synthesis ........................ dfrtp_1
  Post-synth design cell area ........................ 0.00159 mm2
  Commonest cells in the synthesized netlist ........................ dfrtp_1 (26), nor2_1 (11), xnor2_1 (11), nand2_1 (9)
  Yosys stat chip area ........................ 0.00159 mm2
  Async set-or-reset flop fraction in the synthesized netlist ........................ 100%
  Library cells used by synthesis ........................ 38
  Most common reg cell ........................ dfrtp_1
  Post-synth EDFFs ........................ 0
  Leading post-synthesis cells by cell area ........................ dfrtp_1 (41%), dfrtn_1 (11%), xnor2_1 (6.0%), nor2_1 (2.6%), nand3_1 (2.5%)
  Registers, synthesis ........................ 34
  Sequential share of the synthesized area ........................ between 50% and 60%
  Synthesized instance count ........................ 149
  Tally of yosys warning messages ........................ 2
  Yosys cell count ........................ 149
  Area fraction of the dominant cell type after synthesis ........................ 40.8%
  Cell taking the most area after synthesis ........................ dfrtp_1

[Global routing]
  Maximum number of pins on one net before global-route repair ........................ 35
  Wire length of the first global-routing pass ........................ 5090 um
  Initial antenna violation count ........................ 0
  Global-route usage over all layers ........................ approximately 4.9%
  Vias in the first global route ........................ 1065
  Global route overflow ........................ 0

[Setup path]
  Biggest fanout along the worst timing path ........................ 8
  Worst-path cell with the longest stage delay ........................ nor3_1
  CP cell instances ........................ nor4b_1, nand4_1, nor3_1, buf_4, nor2_1
  Critical path start-end classification ........................ reg -> reg
  Largest delay share family, worst path ........................ simple AND/OR/NAND/NOR gates
  Type of destination of the critical path ........................ flop
  Critical path's largest stage delay ........................ 640 ps
  Buffer-and-inverter tally for the worst setup path ........................ 1
  Worst endpoint required time ........................ 5360 ps
  Critical path data arrival time ........................ 2350 ps
  Critical path startpoint category ........................ flop

[Final timing]
  Time the final worst path needs with I/O delays and setup ........................ around 2200 ps
  Maximum frequency from static timing analysis ........................ 0.457 GHz
  Final hold violation count ........................ 0
  Max-slew violations ........................ 0
  Final total negative setup slack ........................ 0 ps
  Number of register pins that no clock reaches ........................ 8
  Relative max-transition margin ........................ 50.3%
  Unrepaired setup endpoints after global routing ........................ false
  Final clock skew ........................ roughly 1.7 ps
  Slew @ Worst Pin ........................ 739 ps
  Share of the cycle needed by the critical path after routing ........................ 42.1%
  Count of endpoints without a timing constraint ........................ 10
  Endpoints failing setup ........................ 0

[Placement]
  Number of buffer cells added on primary ports ........................ 5
  Last weighted congestion value of the routability-driven placer ........................ 0.877
  Hpwl dp ........................ 1980 um
  Instance area at placement ........................ 0.00174 mm2

[Finish]
  Post-layout instance area ........................ around 0.0018 mm2
  Share of post-route cells with drive strength above 1 ........................ 7.74%
  Fill cell count ........................ slightly above 800
  Layout overhead on the synthesized area ........................ 12.7%

[Route]
  Routed length per instance ........................ around 11 um
  Count of unresolved DRC violations after routing ........................ 0
  DR vias ........................ 1098
  Total Routed Length ........................ 2780 um
  Vias per inst ........................ 4.27
  Count of nets left with antenna violations after detail routing ........................ 0
  Antenna cell count ........................ 0
  Drt first pass iters ........................ 6
  Initial DRC Count ........................ 77

[Power]
  Worst-case vdd ir drop ........................ 0.129 mV
  Lkg Pwr ........................ 0.739 nW
  Cell area power density ........................ 187 mW/mm2

[Floorplanning]
  Std-Cell Core Area ........................ 0.00781 mm2
  Overall die area ........................ 0.0121 mm2
  Die width ........................ 110 um
  Number of top-level design ports ........................ 6
  Fp_density ........................ about a fifth
  Die H ........................ between 100 and 150 um
  Placement Rows ........................ 32

[Min path]
  Worst min path class ........................ reg -> reg

----------------------------------------------------
==> worst paths after layout <==
kind / start / end / slack [ps] / cells after the start
worst max-delay path: u_div.counter[6] / u_div.counter[14] / 3010 / 5
max in group asynchronous: BTN_nRESET / u_div.counter[15] / 3710 / 2
min in group asynchronous: BTN_nRESET / u_div.clk_out / 1190 / 2
worst min-delay path: u_div.counter[23] / u_div.counter[23] / 520 / 1
worst min register to register: u_div.counter[23] / u_div.counter[23] / 520 / 1
worst max register to register: u_div.counter[6] / u_div.counter[14] / 3010 / 5
==> metal layers <==
layer	up-vias	GRT usage, %	wire, um
met2	16	7.62	1260
met1	539	7.37	1410
met4	0	0.651	32
met3	4	0.646	71
met5	-	0	0
li1	539	-	-
==> per-stage QoR <==
step / total power (W) / hold slack [ps] / instances / setup WS (ps) / util [%]
2_1_floorplan: 0.000206 / 463 / 149 / 3290 / -
3_3_place_gp: 0.000214 / 500 / 253 / 3080 / 22.3
3_5_place_dp: 0.000214 / 502 / 253 / 3100 / 22.3
4_1_cts: 0.000342 / 517 / 257 / 3070 / 23.0
5_1_grt: 0.000351 / 539 / 257 / 2870 / 23.0
6_report: 0.000337 / 517 / 257 / 3010 / 23.0
==> layout by cell type, fill, tap and decap left out, types with 5 or more instances in the layout <==
cell	Yosys	final
inv_1	8	8
nand2_1	9	9
nor3_1	5	5
dfrtn_1	7	7
clkdlybuf4s50_1	0	5
nand3_1	8	8
xnor2_1	11	11
nor4_1	5	5
nor2_1	11	11
dfrtp_1	26	26
o21ai_0	7	7
nand4_1	6	6
==> power by group <==
part	internal (W)	total, W	switching, W
clock network	0.0000676	0.000128	0.0000600
logic	0.00000188	0.00000718	0.00000530
registers	0.000202	0.000202	0
==> layout make-up <==
class / count / area [um2] / area share, %
clock buffers: 4 / 55.1 / 3.06
inverters: 8 / 30.0 / 1.67
multi-input cells: 102 / 667 / 37.1
flip-flops and latches: 34 / 852 / 47.4
well taps: 102 / 128 / 7.10
repair buffers: 7 / 65.1 / 3.62
==> registers in the layout (all words and copies together), names as in the netlist <==
| signal | cells |
|---|---|
| u_div.counter | 25 |
| u_div.clk_out | 1 |
| u_ctrl.timer | 4 |
| u_ctrl.state | 4 |
==> logic make-up (layout without fill, tap and decap cells) <==
logic type | Yosys count | after routing | synth area share, %
AND-OR/OR-AND | 18 | 18 | 6.59
adder cells (fa/ha/maj) | 3 | 3 | 2.36
XOR/XNOR | 15 | 15 | 8.24
other | 1 | 1 | 0.235
AND/OR/NAND/NOR | 63 | 63 | 23.2
multiplexers | 2 | 2 | 1.26
flip-flops | 34 | 34 | 53.5
buffers and inverters | 13 | 19 | 4.71
Power is estimated from default activity; no workload was simulated.
